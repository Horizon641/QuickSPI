[./constraint.sdc]
current_design quick_spi_hard

set clk_period 6.8
set clk_io_pct 0.2

create_clock -name clk0 -period $clk_period [get_ports {clk}]

set non_clock_inputs [all_inputs -no_clocks]
set_input_delay [expr $clk_period * $clk_io_pct] -clock clk0 $non_clock_inputs
set_output_delay [expr $clk_period * $clk_io_pct] -clock clk0 [all_outputs]
[./config.mk]
export PLATFORM = sky130hd
export DESIGN_NAME = quick_spi_hard
export DESIGN_NICKNAME = quick_spi_hard
export VERILOG_FILES = /design/flow/design.v
export SDC_FILE = /design/flow/constraint.sdc
export NUM_CORES = 4
export LEC_CHECK = 1
export CORE_UTILIZATION = 40
[./design.v]
`timescale 1ns / 1ps
module quick_spi_hard #(
  parameter NUMBER_OF_SLAVES         = 1,
  parameter INCOMING_DATA_WIDTH      = 8,
  parameter OUTGOING_DATA_WIDTH      = 16,
  parameter BITS_ORDER               = 1,
  parameter BYTES_ORDER              = 1,
  parameter EXTRA_WRITE_SCLK_TOGGLES = 0,
  parameter EXTRA_READ_SCLK_TOGGLES  = 0,
  parameter CPOL                     = 0,
  parameter CPHA                     = 1,
  parameter MOSI_IDLE_VALUE          = 1'b0
) (
  input wire                                 clk,
  input wire                                 reset_n,
  input wire                                 enable,
  input wire                                 start_transaction,
  input wire [    NUMBER_OF_SLAVES - 1 : 0 ] slave,
  input wire                                 operation,
  output reg                                 end_of_transaction,
  output reg [ INCOMING_DATA_WIDTH - 1 : 0 ] incoming_data,
  input wire [ OUTGOING_DATA_WIDTH - 1 : 0 ] outgoing_data,
  output reg                                 mosi,
  input wire                                 miso,
  output reg                                 sclk,
  output reg [    NUMBER_OF_SLAVES - 1 : 0 ] ss_n
);
  localparam READ  = 1'b0;
  localparam WRITE = 1'b1;
  localparam READ_SCLK_TOGGLES  = (INCOMING_DATA_WIDTH * 2);
  localparam WRITE_SCLK_TOGGLES = (OUTGOING_DATA_WIDTH * 2);
  localparam ALL_READ_TOGGLES   = EXTRA_READ_SCLK_TOGGLES + READ_SCLK_TOGGLES;
  localparam ALL_WRITE_TOGGLES  = EXTRA_WRITE_SCLK_TOGGLES + WRITE_SCLK_TOGGLES;
  localparam NUMBER_OF_FULL_BYTES      =  OUTGOING_DATA_WIDTH > 1  ? 
                                         (OUTGOING_DATA_WIDTH / 8) : 0;
  localparam NUMBER_OF_PARTICULAR_BITS =  OUTGOING_DATA_WIDTH > 
                                         (NUMBER_OF_FULL_BYTES * 8) ? 1 : 0;
  localparam NUMBER_OF_BYTES           = NUMBER_OF_FULL_BYTES + 
                                         NUMBER_OF_PARTICULAR_BITS;
  localparam MAX_BYTES_INDEX           = NUMBER_OF_BYTES - 1;
  integer sclk_toggle_count;
  integer transaction_toggles;
  reg spi_clock_phase;
  reg [ 1 : 0 ] state;
  localparam IDLE   = 2'b00;
  localparam ACTIVE = 2'b01;
  localparam WAIT   = 2'b10;
  reg [ INCOMING_DATA_WIDTH - 1 : 0 ] incoming_data_buffer;
  reg [ OUTGOING_DATA_WIDTH - 1 : 0 ] outgoing_data_buffer;
  reg [     64 - 1 : 0 ] intermediate_buffer;
  reg[2:0] bit_counter;
  reg[3:0] byte_counter;
  reg[5:0] counter;
  always @ (posedge clk) 
    begin
      if(!reset_n) 
        begin
          end_of_transaction   <= 1'b0;
          mosi                 <= MOSI_IDLE_VALUE;
          sclk                 <= CPOL;
          ss_n                 <= {NUMBER_OF_SLAVES{1'b1}};
          sclk_toggle_count    <= 0;
          transaction_toggles  <= 0;
          spi_clock_phase      <= ~CPHA;
          incoming_data        <= {INCOMING_DATA_WIDTH{1'b0}};
          incoming_data_buffer <= {INCOMING_DATA_WIDTH{1'b0}};
          outgoing_data_buffer <= {OUTGOING_DATA_WIDTH{1'b0}};
          state                <= IDLE;
          bit_counter          <= 0;
          byte_counter         <= 0;
          counter              <= 0;
        end
      else
        begin
          case(state)
            IDLE:
              begin
                if(enable)
                  begin
                    bit_counter <= 0;
                    byte_counter <= 0;
                    if(start_transaction) 
                      begin
                        transaction_toggles <= (operation == READ) ? ALL_READ_TOGGLES : ALL_WRITE_TOGGLES;
                        intermediate_buffer = put_data(outgoing_data, BYTES_ORDER);
                        outgoing_data_buffer <= intermediate_buffer[15:0];
                        state <= ACTIVE;
                      end
                  end
              end
            ACTIVE:
              begin
                ss_n[slave] <= 1'b0;
                spi_clock_phase <= ~spi_clock_phase;
                if(ss_n[slave] == 1'b0)
                  begin
                    if(sclk_toggle_count < transaction_toggles) 
                      begin
                        sclk <= ~sclk;
                        sclk_toggle_count <= sclk_toggle_count + 1;
                      end
                  end
                if(spi_clock_phase == 1'b0)
                  begin
                    if(operation == READ)
                       begin
                         incoming_data_buffer <= incoming_data_buffer >> 1;
                         incoming_data_buffer[INCOMING_DATA_WIDTH-1] <=  miso;
                       end
                  end
                else 
                  begin 
                    if(operation == WRITE)
                      begin
                        if(BITS_ORDER == 0)
                          begin
                            mosi <= outgoing_data_buffer[0];
                            outgoing_data_buffer <= outgoing_data_buffer >> 1;
                          end
                        else
                          begin
                            bit_counter <= bit_counter + 1;
                            mosi <= outgoing_data_buffer[7 - bit_counter];
                            if(bit_counter == 7)
                              outgoing_data_buffer <= outgoing_data_buffer >> 8;
                          end
                      end
                  end
                if(sclk_toggle_count == transaction_toggles) 
                  begin
                    ss_n[slave] <= 1'b1;
                    mosi <= MOSI_IDLE_VALUE;
                    incoming_data <= incoming_data_buffer;
                    incoming_data_buffer <= {INCOMING_DATA_WIDTH{1'b0}};
                    outgoing_data_buffer <= {OUTGOING_DATA_WIDTH{1'b0}};
                    sclk <= CPOL;
                    spi_clock_phase <= ~CPHA;
                    sclk_toggle_count <= 0;
                    end_of_transaction <= 1'b1;
                    state <= WAIT;
                  end
              end
            WAIT: 
              begin
                counter <= counter + 1;
                end_of_transaction <= 1'b0;
                if (counter == 50)
                  begin
                    incoming_data <= {INCOMING_DATA_WIDTH{1'b0}};
                    state <= IDLE;
                    counter <= 0;
                  end
              end
          endcase
      end
  end
function [64 - 1:0] put_data(input reg [64 - 1 : 0] data, input reg order);
    reg [64 - 1:0] result;
    reg[7:0] shift;   
begin
    shift = 64 - NUMBER_OF_BYTES * 8;
	if (order == 1) 
	begin
	      result = {data[7:0], data[15:8], data[23:16], data[31:24], data[39:32], data[47:40], data[55:48], data[63:56]};    
		 if(shift > 0)
		     put_data = result >> shift;
		 else put_data = result;
	end
	else if (order == 0) 
	begin
	    put_data = data;
	end
end
endfunction
endmodule
[./run.sh]
#!/bin/bash
# OpenROAD 26Q1-2900-gdf79404cd8, Yosys 0.63+post, stock flow scripts
make -C /OpenROAD-flow-scripts/flow DESIGN_CONFIG=/design/flow/config.mk WORK_HOME=/design/flow/orfs finish
==> flow_summary.toml <==
# implementation run metrics
[outcome]
status = "finished clean"

[die]
io_pins = 35
fp_util_pct = 41.3
core_um2 = 9730
rows = 36
chipArea_um2 = 10400
die_w_um = 102
die_height_um = 102

[timing]
fin_hold_ws_ps = 478
slew-limit-headroom_pct = 49.2
hold_viol_final = 0
clock.fmax_ghz = 0.314
tns_ps = 0
finalSetupViolations = 0
period_minus_slack_ps = 3180
tightest_slew_ps = 762
rsz0062_at_grt = "false"
finalClockSkew_ps = 14.1
drv_slew = 0
finalClockPeriodUsage_pct = 46.8

[synthesis]
ys_async_sr_fraction_pct = 0
ys_cells = 476
synth_top_cell_by_area = "dfxtp_1"
top_cell = "dfxtp_1"
ys_ff = 83
syn_avg_cell_area_um2 = 8.43
syn_area_um2 = 4010
synth_seq_share_pct = 41.4
synth_cell_types = 51
ys_warn_count = 1
ys_chip_area_um2 = 4010
yosys-top-cells-count = "dfxtp_1 (83), nand2_1 (48), a21oi_1 (37), nor2_1 (30), nand3_1 (28)"
edf_count = 0
synthDominantCellAreaShare_pct = 41.4
synthCells = 476
synth-main-ff-cell = "dfxtp_1"
ys_top_cells_by_area = "dfxtp_1 (41%), a21oi_1 (4.6%), nand2_1 (4.5%)"

[clock_tree]
clockBufferDepth = 2
cts_root_buffer = "clkbuf_8"
insertion_delay_ps = 350
cts_tree = "done"
cts_resized = 0
ctsHoldBuffers = 0
cts_sinks = 83
numCtsBuffers = 9
h-tree-depth = 3
cts_setup_buffers = 0
clk_pin_slew_worst_paths_ps = 90

[job]
warnings = 27
cap_violations = 0

[critical_path]
r2r_slack_ps = 4030
endpoint = "outgoing_data_buffer[6]$_SDFFE_PN0P_"
crit_path_end_kind = "flip-flop"
critPathMaxFanout = 12
reg2reg_depth = 7
crit_type = "in -> reg"
critPathLaunch = "enable"
cp.arrival_ps = 3400
critPathRequiredTime_ps = 7020
start_kind = "input port"
r2r-start = "sclk_toggle_count[4]$_SDFFE_PN0P_"
timing.rr.end = "incoming_data[7]$_SDFFE_PN0P_"

[drt]
vias = 3558
drc = 0
ant_nets = 0
totalWireLength_um = 9080
avgViaCountPerCell = 5.59
dr.pass1.iters = 4
route.antenna.diode_count = 0
routedWlPerCell_um = 14.3
drtIter0Drc = 156

[global_route]
grt_pass1_wl_um = 15100
grt_pass1_vias = 3072
antenna_found_initial = 0
gr-total-overflow = 0
grtUsageTotal_pct = 18.5
grt_max_degree = 52

[finish]
nFillCells = 937
utilization_pct = 47.9
drive_above_1_share_pct = 6.36
syn_to_final_growth_pct = 16.1

[power_and_ir_drop]
power_leakage_uw = 0.00154
cellPowerDensity_nw_per_um2 = 207
ir_drop_v = 0.000118

[placement]
gp_congestion = 0.836
port_buffers = 34
hpwlAfterDp_um = 6020

[worst_hold_path]
hp-class = "reg -> reg"
min-delay-start = "incoming_data[0]$_SDFFE_PN0P_"
## per-layer routing
layer / global-route usage [%] / routed length [um] / up-vias
li1: - / - / 1814
met1: 29.1 / 4580 / 1659
met2: 27.7 / 3970 / 73
met3: 3.41 / 375 / 12
met4: 2.64 / 153 / 0
met5: 0 / 0 / -
## report_power, final
part           leakage, uW  internal (uW)  total, uW  switching (uW)
registers         0.000672            497        504            7.79
logic             0.000767           36.3       88.0            51.7
clock network    0.0000988            175        371             196
total              0.00154            708        964             256
## flip-flops by register name (all words and copies together), names as in the netlist, named ones only
name	cells
incoming_data_buffer	8
outgoing_data_buffer	16
counter	6
bit_counter	3
transaction_toggles	2
sclk	1
mosi	1
incoming_data	8
end_of_transaction	1
spi_clock_phase	1
sclk_toggle_count	32
state	3
## cell type report
class	count	area (um^2)	share of cell area (%)
clock buffers	9	124	2.66
clock inverters	7	87.6	1.88
inverters	14	52.6	1.13
multi-input cells	350	2180	46.8
flip-flops and latches	83	1660	35.7
well taps	133	166	3.57
repair buffers	40	385	8.27
## through the flow
stage / std cells / area [um^2] / setup WS [ps] / total power (uW)
after global placement: 620 / 4450 / 3390 / 602
after detailed placement: 620 / 4450 / 3300 / 604
after global routing: 636 / 4660 / 3460 / 1010
after CTS: 636 / 4660 / 3680 / 976
final: 636 / 4660 / 3620 / 964
after floorplan: 476 / 4010 / 4140 / 573
## logic make-up after synthesis
| logic type | count (synthesis) | share of synthesized area (%) |
|---|---|---|
| AOI/OAI and AO/OA | 113 | 18.3 |
| and+or+nand+nor | 210 | 28.1 |
| muxes | 14 | 4.15 |
| DFF | 83 | 41.4 |
| adders and majority gates | 8 | 2.49 |
| buffers and inverters | 43 | 4.43 |
| xor gates and xnor gates | 5 | 1.09 |
## worst min path at each step
stage | endpoint | slack (ps) | cells past startpoint
4_1_cts | incoming_data[1]$_SDFFE_PN0P_ | 480 | 1
5_1_grt | incoming_data[2]$_SDFFE_PN0P_ | 510 | 1
6_report | incoming_data[0]$_SDFFE_PN0P_ | 480 | 1
## worst max-delay path: stages
cell	delay, ps
clkdlybuf4s50_1	490
nand3_1	170
and2_1	330
nand4b_1	500
nand2_1	400
a311oi_1	150
## placed cells by master, fill, tap and decap left out, drive strengths merged, types with 9 or more instances in the layout
cell	Yosys	routed
dfxtp	83	83
or3	13	13
o21ai	15	15
clkdlybuf4s50	0	34
nand2	48	48
o31ai	9	9
nor4	9	9
mux2i	11	11
nor3b	9	9
nand2b	9	9
or4	10	10
nand3	28	28
nor2	30	30
a21oi	37	37
nor3	13	13
clkbuf	16	9
inv	14	15
nand4	14	14
a31oi	22	22
nor2b	9	9
Power and IR drop assume default switching activity.
